**design.v**
```verilog
module barrel_shifter #(
  parameter int InputDataWidth  = 10,
  parameter int OutputDataWidth = 10,
  parameter int MaxShift        = 10
) (
  input  [InputDataWidth-1:0]     data_i,
  input  [$clog2(MaxShift+1)-1:0] shift_amount_i,
  output [OutputDataWidth-1:0]    data_o
);
  localparam int NumStages = $clog2(MaxShift+1);
  logic [OutputDataWidth-1:0] stage_out[0:NumStages-1];
  logic [OutputDataWidth-1:0] stage_in[0:NumStages-1];
  always_comb begin
    for (int i = 0; i < NumStages; i = i + 1) begin
      if (shift_amount_i[i]) begin
        stage_out[i] = stage_in[i] << 2**i;
      end else begin
        stage_out[i] = stage_in[i];
      end
    end
  end
  always_comb begin
    for (int j = 0; j < NumStages; j = j + 1) begin
      if (j == 0) begin
        stage_in[j] = data_i;
      end else begin
        stage_in[j] = stage_out[j-1];
      end
    end
  end
  assign data_o = stage_out[NumStages-1];
endmodule : barrel_shifter
module fp_addsub #(
  parameter  EXPONENT_WIDTH = 5,
  parameter  MANTISSA_WIDTH = 11
) (
  input  clk_i,
  input  addsub_i,
  input  [(1+EXPONENT_WIDTH-1+MANTISSA_WIDTH)-1:0] data_a_i,
                                                   data_b_i,
  output [(1+EXPONENT_WIDTH-1+MANTISSA_WIDTH)-1:0] result_o
);
  localparam DATA_WIDTH = 1 + EXPONENT_WIDTH - 1 + MANTISSA_WIDTH;   
  logic addsub_q;
  logic [DATA_WIDTH-1:0] data_a_q,
                         data_b_q;
  always @(posedge clk_i) begin
    addsub_q <= addsub_i;
  end
  always @(posedge clk_i) begin
    data_a_q <= data_a_i;
    data_b_q <= data_b_i;
  end
  logic                      exp_a_minus_b_sign;
  logic [EXPONENT_WIDTH-1:0] exp_a_minus_b;
  logic [EXPONENT_WIDTH-1:0] exp_a_minus_b_mag_d;
  assign {exp_a_minus_b_sign,
          exp_a_minus_b} = $signed({1'b0, exponent(data_a_q)}) -
                           $signed({1'b0, exponent(data_b_q)});
  always_comb begin
    if (exp_a_minus_b_sign) begin
      exp_a_minus_b_mag_d = -exp_a_minus_b;
    end else begin
      exp_a_minus_b_mag_d = exp_a_minus_b;
    end
  end
  logic exp_a_less_than_b;
  logic mant_a_less_than_b;
  logic a_less_than_b;
  assign exp_a_less_than_b = exp_a_minus_b_sign;
  assign mant_a_less_than_b = mantissa(data_a_q) < mantissa(data_b_q);
  assign a_less_than_b = (exp_a_minus_b != 0) ?
                         exp_a_less_than_b :
                         mant_a_less_than_b;
  logic                      high_sign_d;
  logic [EXPONENT_WIDTH-1:0] high_exp_d;
  logic [MANTISSA_WIDTH-1:0] high_mant_d;
  logic                      low_sign_d;
  logic [MANTISSA_WIDTH-1:0] low_mant_d;
  always_comb begin
    if (a_less_than_b) begin
      high_sign_d = sign(data_b_q) ^ addsub_q;   
      high_exp_d = exponent(data_b_q);
      high_mant_d = mantissa(data_b_q);
    end else begin
      high_sign_d = sign(data_a_q);
      high_exp_d = exponent(data_a_q);
      high_mant_d = mantissa(data_a_q);
    end
  end
  always_comb begin
    if (a_less_than_b) begin
      low_sign_d = sign(data_a_q);
      low_mant_d = mantissa(data_a_q);
    end else begin
      low_sign_d = sign(data_b_q) ^ addsub_q;   
      low_mant_d = mantissa(data_b_q);
    end
  end
  logic [EXPONENT_WIDTH-1:0] exp_a_minus_b_mag_q;
  logic                      high_sign_q;
  logic [EXPONENT_WIDTH-1:0] high_exp_q;
  logic [MANTISSA_WIDTH-1:0] high_mant_q;
  logic                      low_sign_q;
  logic [MANTISSA_WIDTH-1:0] low_mant_q;
  always @(posedge clk_i) begin
    exp_a_minus_b_mag_q <= exp_a_minus_b_mag_d;
  end
  always @(posedge clk_i) begin
    high_sign_q <= high_sign_d;
    high_exp_q <= high_exp_d;
    high_mant_q <= high_mant_d;
  end
  always @(posedge clk_i) begin
    low_sign_q <= low_sign_d;
    low_mant_q <= low_mant_d;
  end
  localparam MaxShift = MANTISSA_WIDTH + 1;   
  logic [MANTISSA_WIDTH-1:0]     aligner_data_in;
  logic [$clog2(MaxShift+1)-1:0] aligner_shift_amount;
  logic [2*MANTISSA_WIDTH-1:0]   aligner_data_out;
  always_comb begin
    for (int i = 0; i < MANTISSA_WIDTH; i = i + 1) begin
      aligner_data_in[i] = low_mant_q[MANTISSA_WIDTH-1-i];
    end
  end
  assign aligner_shift_amount = (exp_a_minus_b_mag_q < MaxShift) ?
                                exp_a_minus_b_mag_q[$clog2(MaxShift+1)-1:0] :
                                MaxShift;
  barrel_shifter #(
    .InputDataWidth (MANTISSA_WIDTH),
    .OutputDataWidth(2 * MANTISSA_WIDTH),
    .MaxShift       (MaxShift)
  ) aligner (
    .data_i        (aligner_data_in),
    .shift_amount_i(aligner_shift_amount),
    .data_o        (aligner_data_out)
  );
  logic [MANTISSA_WIDTH-1:0] low_mant_aligned_part,
                             low_mant_dropped_part;
  logic [MANTISSA_WIDTH-1:0] low_mant_d2;
  logic                      low_mant_guard_bit_d2,
                             low_mant_round_bit_d2,
                             low_mant_sticky_bit_d2;
  always_comb begin
    for (int j = 0; j < MANTISSA_WIDTH; j = j + 1) begin
      low_mant_aligned_part[j] = aligner_data_out[MANTISSA_WIDTH-1-j];
      low_mant_dropped_part[j] = aligner_data_out[2*MANTISSA_WIDTH-1-j];
    end
  end
  assign low_mant_d2 = low_mant_aligned_part;  
  assign low_mant_guard_bit_d2 = low_mant_dropped_part[MANTISSA_WIDTH-1];
  assign low_mant_round_bit_d2 = low_mant_dropped_part[MANTISSA_WIDTH-2];
  assign low_mant_sticky_bit_d2 = |low_mant_dropped_part[MANTISSA_WIDTH-3:0];     
  logic                      high_sign_q2;
  logic [EXPONENT_WIDTH-1:0] high_exp_q2;
  logic [MANTISSA_WIDTH-1:0] high_mant_q2;
  logic                      low_sign_q2;
  logic [MANTISSA_WIDTH-1:0] low_mant_q2;
  logic                      low_mant_guard_bit_q2,
                             low_mant_round_bit_q2,
                             low_mant_sticky_bit_q2;
  always @(posedge clk_i) begin
    high_sign_q2 <= high_sign_q;
    high_exp_q2 <= high_exp_q;
    high_mant_q2 <= high_mant_q;
  end
  always @(posedge clk_i) begin
    low_sign_q2 <= low_sign_q;
    low_mant_q2 <= low_mant_d2;
    low_mant_guard_bit_q2 <= low_mant_guard_bit_d2;
    low_mant_round_bit_q2 <= low_mant_round_bit_d2;
    low_mant_sticky_bit_q2 <= low_mant_sticky_bit_d2;
  end
  logic                              mant_adder_addsub;
  logic [(MANTISSA_WIDTH+1+1+1)-1:0] mant_adder_op_a,
                                     mant_adder_op_b;
  logic [(MANTISSA_WIDTH+1+1+1)-1:0] mant_adder_sum;
  logic                              mant_adder_carry;
  assign mant_adder_addsub = (high_sign_q2 != low_sign_q2);
  assign mant_adder_op_a = {high_mant_q2,
                            1'b0,
                            1'b0,
                            1'b0};
  assign mant_adder_op_b = {low_mant_q2,
                            low_mant_guard_bit_q2,
                            low_mant_round_bit_q2,
                            low_mant_sticky_bit_q2};
  assign {mant_adder_carry, mant_adder_sum} = mant_adder_addsub ?
                                              {1'b0, mant_adder_op_a} - {1'b0, mant_adder_op_b} :
                                              {1'b0, mant_adder_op_a} + {1'b0, mant_adder_op_b};
  logic                      result_sign_d3;
  logic [EXPONENT_WIDTH-1:0] result_exp_d3;
  logic                      result_mant_carry_bit_d3;
  logic [MANTISSA_WIDTH-1:0] result_mant_d3;
  logic                      result_mant_guard_bit_d3,
                             result_mant_round_bit_d3,
                             result_mant_stikcy_bit_d3;
  assign result_sign_d3 = high_sign_q2;
  assign result_exp_d3 = high_exp_q2;
  assign result_mant_carry_bit_d3 = mant_adder_carry;
  assign result_mant_d3 = mant_adder_sum[(MANTISSA_WIDTH+1+1+1)-1:3];
  assign result_mant_guard_bit_d3 = mant_adder_sum[2];
  assign result_mant_round_bit_d3 = mant_adder_sum[1];
  assign result_mant_stikcy_bit_d3 = mant_adder_sum[0];
  logic                      result_sign_q3;
  logic [EXPONENT_WIDTH-1:0] result_exp_q3;
  logic                      result_mant_carry_bit_q3;
  logic [MANTISSA_WIDTH-1:0] result_mant_q3;
  logic                      result_mant_guard_bit_q3,
                             result_mant_round_bit_q3,
                             result_mant_sticky_bit_q3;
  always @(posedge clk_i) begin
    result_sign_q3 <= result_sign_d3;
    result_exp_q3 <= result_exp_d3;
    result_mant_carry_bit_q3 <= result_mant_carry_bit_d3;
    result_mant_q3 <= result_mant_d3;
    result_mant_guard_bit_q3 <= result_mant_guard_bit_d3;
    result_mant_round_bit_q3 <= result_mant_round_bit_d3;
    result_mant_sticky_bit_q3 <= result_mant_stikcy_bit_d3;
  end
  normalizer #(
    .EXPONENT_WIDTH(EXPONENT_WIDTH),
    .MANTISSA_WIDTH(MANTISSA_WIDTH)
  ) normalizer_inst (
    .clk_i            (clk_i),
    .sign_i           (result_sign_q3),
    .exp_i            (result_exp_q3),
    .mant_carry_bit_i (result_mant_carry_bit_q3),
    .mant_i           (result_mant_q3),
    .mant_guard_bit_i (result_mant_guard_bit_q3),
    .mant_round_bit_i (result_mant_round_bit_q3),
    .mant_sticky_bit_i(result_mant_sticky_bit_q3),
    .result_o         (result_o)
  );
  function automatic sign(input [DATA_WIDTH-1:0] fp_in);
    sign = fp_in[EXPONENT_WIDTH+MANTISSA_WIDTH-1];
  endfunction
  function automatic [EXPONENT_WIDTH-1:0] exponent(input [DATA_WIDTH-1:0] fp_in);
    exponent = fp_in[EXPONENT_WIDTH+MANTISSA_WIDTH-1-1:MANTISSA_WIDTH-1];
  endfunction
  function automatic [MANTISSA_WIDTH-1:0] mantissa(input [DATA_WIDTH-1:0] fp_in);
    mantissa = {1'b1, fp_in[MANTISSA_WIDTH-1-1:0]};
  endfunction
endmodule : fp_addsub
module normalizer #(
  parameter  EXPONENT_WIDTH = 5,
  parameter  MANTISSA_WIDTH = 11
) (
  input                       clk_i,
  input                       sign_i,
  input  [EXPONENT_WIDTH-1:0] exp_i,
  input                       mant_carry_bit_i,
  input  [MANTISSA_WIDTH-1:0] mant_i,
  input                       mant_guard_bit_i,
                              mant_round_bit_i,
                              mant_sticky_bit_i,
  output [(1+EXPONENT_WIDTH-1+MANTISSA_WIDTH)-1:0] result_o   
);
  localparam DATA_WIDTH = 1 + EXPONENT_WIDTH - 1 + MANTISSA_WIDTH;   
  localparam LeadingBitMaxIndex = $bits({mant_carry_bit_i,
                                         mant_i,
                                         mant_guard_bit_i});
  logic [$clog2(LeadingBitMaxIndex+1)-1:0] leading_bit_pos;
  always_comb begin : leading_bit_index_encoder
    leading_bit_pos = 0;   
    for (int i = LeadingBitMaxIndex - 1; i >= 0; i = i - 1) begin
      if ({mant_carry_bit_i, mant_i, mant_guard_bit_i} >= 2**i) begin
        leading_bit_pos = (LeadingBitMaxIndex - 1) - i;
        break;
      end
    end
  end : leading_bit_index_encoder
  logic [(MANTISSA_WIDTH+1+1+1)-1:0] shifter_data_in;   
  logic [(MANTISSA_WIDTH+1+1+1)-1:0] shifter_data_out;
  assign shifter_data_in = {mant_i,
                            mant_guard_bit_i,
                            mant_round_bit_i,
                            mant_sticky_bit_i};
  barrel_shifter #(
    .InputDataWidth (MANTISSA_WIDTH+1+1+1),
    .OutputDataWidth(MANTISSA_WIDTH+1+1+1),
    .MaxShift       (LeadingBitMaxIndex-1)
  ) barrel_shifter_inst (
    .data_i        (shifter_data_in),
    .shift_amount_i(leading_bit_pos),
    .data_o        (shifter_data_out)
  );
  logic [MANTISSA_WIDTH-1:0] mant_unrounded;
  logic                      mant_unrounded_ulp;
  logic                      mant_unrounded_round_bit;
  logic                      mant_unrounded_sticky_bit;
  assign mant_unrounded = {1'b1, shifter_data_out[(MANTISSA_WIDTH+1+1+1)-1:4]};
  assign mant_unrounded_ulp  = shifter_data_out[4];
  assign mant_unrounded_round_bit = shifter_data_out[3];
  assign mant_unrounded_sticky_bit = |shifter_data_out[2:0];
  logic [MANTISSA_WIDTH-1:0] mant_rounded;
  logic                      mant_rounded_carry_bit;
  assign {mant_rounded_carry_bit, mant_rounded} = mant_unrounded +
                                                  (mant_unrounded_round_bit &&
                                                    (mant_unrounded_sticky_bit ||
                                                      mant_unrounded_ulp));
  logic                          result_sign_field;
  logic [EXPONENT_WIDTH-1:0]     result_exp_field;
  logic                          result_hidden_bit_field;   
  logic [(MANTISSA_WIDTH-1)-1:0] result_mant_field;         
  assign result_sign_field = sign_i;
  assign result_exp_field = (((exp_i + 1'b1) - leading_bit_pos) + mant_rounded_carry_bit);
  always_comb begin
    if (mant_rounded_carry_bit) begin
      result_mant_field = 0;
    end else begin
      result_mant_field = mant_rounded[(MANTISSA_WIDTH-1)-1:0];   
    end
  end
  logic [DATA_WIDTH-1:0] result_d,
                         result_q;
  assign result_d = {result_sign_field,
                     result_exp_field,
                     result_mant_field};
  always @(posedge clk_i) begin
    result_q <= result_d;
  end
  assign result_o = result_q;
endmodule : normalizer
module top_level (
  input         clk_i,
  input         addsub_i,
  input  [31:0] data_a_i,
                data_b_i,
  output [31:0] result_o
);
  fp_addsub #(
    .EXPONENT_WIDTH(8),
    .MANTISSA_WIDTH(24)
  ) fp_addsub_inst (
    .clk_i   (clk_i),
    .addsub_i(addsub_i),
    .data_a_i(data_a_i),
    .data_b_i(data_b_i),
    .result_o(result_o)
  );
endmodule
```
**run.sh**
```bash
#!/bin/bash
# OpenROAD 26Q1-2900-gdf79404cd8, Yosys 0.63+post, stock flow scripts
make -C /OpenROAD-flow-scripts/flow DESIGN_CONFIG=/design/flow/config.mk WORK_HOME=/design/flow/orfs finish
```
**config.mk**
```make
export PLATFORM = sky130hd
export DESIGN_NAME = top_level
export DESIGN_NICKNAME = top_level
export VERILOG_FILES = /design/flow/design.v
export SDC_FILE = /design/flow/constraint.sdc
export NUM_CORES = 4
export LEC_CHECK = 1
export CORE_UTILIZATION = 30
export SYNTH_HDL_FRONTEND = slang
```
**constraint.sdc**
```tcl
current_design top_level

set clk_period 21.4
set clk_io_pct 0.2

create_clock -name clk0 -period $clk_period [get_ports {clk_i}]

set non_clock_inputs [all_inputs -no_clocks]
set_input_delay [expr $clk_period * $clk_io_pct] -clock clk0 $non_clock_inputs
set_output_delay [expr $clk_period * $clk_io_pct] -clock clk0 [all_outputs]
```
==> ci_impl_report.md <==
## PnR job results

| Metric | Value |
|---|---|
| Pin count of the biggest net entering global routing | `roughly 47` |
| Initial DRC Count | `536` |
| Clock slew at the register clock pins of the worst setup and hold paths | `0.06 ns` |
| Hold path depth | `0` |
| Critical Path End Type | `flip-flop` |
| Total power draw | `2037 µW` |
| H-tree depth | `1` |
| Post-route ant nets | `0` |
| Row cnt | `77` |
| Clock Sinks | `258` |
| Hold Crit Class | `flip-flop to flip-flop` |
| Final Hold Vio Count | `0` |
| CP peak stage delay | `0.58 ns` |
| Worst reg2reg path endpoint | `fp_addsub_inst.normalizer_inst.result_o[30]$_DFF_P_` |
| Slowest CP cell | `nor4_1` |
| Status | `finished, final reports clean` |
| Post-DR wirelength/cell | `15.45 µm` |
| WS Path Type | `flip-flop to flip-flop` |
| Power Density | `127.4 nW/µm²` |
| First-pass GRT wire length | `around 53000 µm` |
| Boundary Pins | `98` |
| Final setup viols | `0` |
| GRT Resource Usage Total | `between 10% and 20%` |
| Critical path arrival | `6.99 ns` |
| # hold bufs at CTS | `0` |
| Resize count post-CTS | `0` |
| Antenna cell count | `0` |
| Fin crit share | `30.62%` |
| Area leader share | `38.32%` |
| Worst-Margin Slew | `0.8067 ns` |
| Leakage power | `0.006731 µW` |
| Tmin final | `approximately 6.6 ns` |
| Seq cells post-synth | `258` |
| Flop2flop setup slack | `14.85 ns` |
| Worst EP required | `21.83 ns` |
| WL final | `approximately 32000 µm` |
| Min-delay src | `fp_addsub_inst.high_exp_q2[4]$_DFF_P_` |
| Area grow syn2layout | `18.65%` |
| Max-slew violation count | `0` |
| Clk latency of the worst-skew pair | `0.58 ns` |
| Placed Cells | `2046` |
| PortBufs | `97` |
| Die Ht | `214.0 µm` |
| YS warnings | `0` |
| Pre-Place Util | `between 30% and 40%` |
| Drt pass-1 iters | `5` |
| Main synth FF type | `dfxtp_1` |
| Clk_skew | `0.03668 ns` |
| Mapped cell area | `13480 µm²` |
| Total number of vias | `10280` |
| Cells after synthesis | `1403` |
| Fin cells | `2098` |
| R2r worst-path depth | `26` |
| Hpwl dp | `24830 µm` |
| Yosys stat area | `13480 µm²` |
| Tally of OpenROAD warnings | `approximately 48` |
| RSZ-0062 raised after global routing | `no` |
| Netlist cell types | `98` |
| Delay-heaviest family, CP | `simple AND/OR/NAND/NOR gates` |
| Syn Area/Cell | `9.607 µm²` |
| Total core area | `44220 µm²` |
| Worst r2r src | `fp_addsub_inst.result_mant_q3[21]$_DFF_P_` |
| Max Cap Violations | `0` |
| Vias per cell | `4.902` |
| Global placer's final weighted congestion | `0.9183` |
| Slew Limit Headroom | `45.37%` |
| Number of buffers created by CTS | `28` |
| Initial antenna violation count | `0` |
| GRT overflow | `0` |
| Worst Hold Path EP | `fp_addsub_inst.result_exp_q3[4]$_DFF_P_` |
| Setup TNS Final | `0 ns` |
| TritonCTS clock tree | `done` |
| Biggest area cells | `dfxtp_1, ha_1, mux2i_1, mux2_2, inv_1` |
| CP bufs+invs | `5` |
| Clock tree buffer depth | `3` |
| Ratio of cells with drive above 1 in the final layout | `11.82%` |
| # Post-CTS Setup Buffers | `0` |
| Width of the die | `around 210 µm` |
| Post-synth EDFFs | `0` |
| Fmax | `152.6 MHz` |
| Number of global-route vias before repair | `~10000` |
| Die area | `45780 µm²` |
| Post-synth ARST share | `0%` |
| IR drop worst, VDD | `64.49 µV` |
| Worst-path fanout max | `27` |
| Sequential element share of the synthesized area | `38.32%` |
| Post-synth top area cell | `dfxtp_1` |
| Critical path startpoint category | `flip-flop` |
| # Cells Yosys | `~1400` |
| Drc violations | `0` |
| CTS root buf | `clkbuf_16` |
==> sequential cells by signal (all words and copies together), names as in the netlist, 8 cells and up <==
signal                                   flops
fp_addsub_inst.high_mant_q                  23
fp_addsub_inst.high_exp_q                    8
fp_addsub_inst.high_exp_q2                   8
fp_addsub_inst.normalizer_inst.result_o     32
fp_addsub_inst.exp_a_minus_b_mag_q           8
fp_addsub_inst.result_exp_q3                 8
fp_addsub_inst.low_mant_q                   23
fp_addsub_inst.high_mant_q2                 23
fp_addsub_inst.data_b_q                     32
fp_addsub_inst.result_mant_q3               24
fp_addsub_inst.low_mant_q2                  24
fp_addsub_inst.data_a_q                     32
==> cells in the final DEF (no fill, tap or decap), drive strengths merged, types with 11 or more instances in the layout <==
cell / count
nand4: 11
nor4: 17
o21bai: 11
xnor2: 41
nor2: 102
mux2i: 103
o31ai: 16
nand2: 76
inv: 101
clkbuf: 37
dfxtp: 258
nor3: 42
nor2b: 14
a21o: 17
a21oi: 68
mux2: 65
nand3: 23
xor2: 20
and2: 13
o21ai: 58
ha: 89
clkdlybuf4s50: 97
nand2b: 14
a31oi: 12
a211oi: 20
mux4: 11
and3: 11
==> cell usage after synthesis (18+ instances only) <==
master and instances:
a211oi_1 18, a21oi_1 67, clkbuf_1 37, dfxtp_1 258
ha_1 89, inv_1 96, mux2_2 64, mux2i_1 102
nand2_1 75, nand3_1 23, nor2_1 95, nor3_1 39
o21ai_0 53, xnor2_1 41, xor2_1 20
==> cell type report <==
class / count / area (µm²)
clock inverters: 15 / 193.9
repair buffers: 107 / 1046
inverters: 102 / 385.4
clock buffers: 37 / 774.5
well taps: 592 / 740.7
flip-flops and latches: 258 / 5165
multi-input cells: 987 / 7687
fillers: 4417 / 28230
==> through the flow <==
step	cell area, µm²	hold slack (ns)	util, %	worst slack (ns)
2_1_floorplan	13480	0.3096	-	15.85
3_3_place_gp	15020	0.3121	33.98	15.07
3_5_place_dp	15020	0.3121	33.98	14.90
4_1_cts	15990	0.3253	36.17	14.84
5_1_grt	15990	0.3301	36.17	14.19
6_report	15990	0.3241	36.17	14.85
==> cells by family after synthesis <==
group                      Yosys count  share of synthesized area (%)
adders and majority gates           93                          8.856
DFF                                258                          38.32
and+or+nand+nor                    364                          14.04
buffers and inverters              158                          4.901
xor gates and xnor gates            61                          3.964
muxes                              179                          15.04
AOI/OAI and AO/OA                  290                          14.88
==> power by group <==
| group | switching [µW] | internal [µW] | leakage [µW] |
|---|---|---|---|
| registers | 89.3 | 582 | 0.00217 |
| clock network | 197 | 293 | 0.000466 |
| logic | 494 | 381 | 0.00410 |
==> how the worst max path moves through the flow <==
stage,start,end,cells past startpoint
finish,fp_addsub_inst.result_mant_q3[21]$_DFF_P_,fp_addsub_inst.normalizer_inst.result_o[30]$_DFF_P_,26
global route,fp_addsub_inst.result_mant_q3[21]$_DFF_P_,fp_addsub_inst.normalizer_inst.result_o[30]$_DFF_P_,26
CTS,fp_addsub_inst.result_mant_q3[21]$_DFF_P_,fp_addsub_inst.normalizer_inst.result_o[30]$_DFF_P_,26
==> per-layer routing <==
| metal | global-route usage [%] | vias to the layer above | wire [µm] | share of wire [%] |
|---|---|---|---|---|
| met2 | 24.06 | 253 | 15220 | 47 |
| met5 | 0 | - | 0 | 0 |
| li1 | - | 5214 | - | - |
| met3 | 1.830 | 57 | 1326 | 4.1 |
| met4 | 4.029 | 0 | 972 | 3.0 |
| met1 | 20.02 | 4760 | 14890 | 46 |
Power is estimated from default activity; no workload was simulated.
